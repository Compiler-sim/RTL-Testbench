### flow/design.v
module sale_machine #(parameter CHARGE_WIDTH=2)(
       input clk,
       input rst_n,
       input ten,
	   input twenty,
	   input fifty,
	   output reg out,
	   output reg [CHARGE_WIDTH-1:0] charge
	   );
	  localparam FSM_WIDTH = 4;
	  localparam IDLE=4'b0000,
				 TEN=4'b0001,
				 TWENTY=4'b0010,
				 THIRTY=4'b0011,
				 FORTY=4'b0100,
				 FIFTY=4'b0101,
				 SIXTY=4'b0110,
				 SEVENTY=4'b0111,
				 EIGHTY=4'b1000,
				 NINETY=4'b1001,
				 HUNDRED=4'b1010;
	reg [FSM_WIDTH-1:0] state,next_state;
    always@(posedge clk or negedge rst_n)
          if(!rst_n)
             state<=IDLE;
          else 
             state<=next_state;		
    always@(*)begin
         case(state)
		     IDLE:  if(ten)
			           next_state=TEN;
					else if(twenty)
                       next_state=TWENTY;
                    else if(fifty)
                       next_state=FIFTY;
                    else
                       next_state=IDLE;
             TEN:   if(ten)
			           next_state=TWENTY;
					else if(twenty)
                       next_state=THIRTY;
                    else if(fifty)
                       next_state=SIXTY;
                    else
                       next_state=TEN;
			 TWENTY:if(ten)
			           next_state=THIRTY;
					else if(twenty)
                       next_state=FORTY;
                    else if(fifty)
                       next_state=SEVENTY;
                    else
                       next_state=TWENTY;		   
 			 THIRTY:if(ten)
			           next_state=FORTY;
					else if(twenty)
                       next_state=FIFTY;
                    else if(fifty)
                       next_state=EIGHTY;
                    else
                       next_state=THIRTY;                    			 
 			 FORTY:if(ten)
			           next_state=FIFTY;
					else if(twenty)
                       next_state=SIXTY;
                    else if(fifty)
                       next_state=NINETY;
                    else
                       next_state=FORTY; 		 
 			 FIFTY:if(ten)
			           next_state=SIXTY;
					else if(twenty)
                       next_state=SEVENTY;
                    else if(fifty)
                       next_state=HUNDRED;
                    else
                       next_state=FIFTY; 	
 			 SIXTY:if(ten)
			           next_state=SEVENTY;
					else if(twenty)
                       next_state=EIGHTY;
                    else
                       next_state=SIXTY; 
 			 SEVENTY:if(ten)
			           next_state=EIGHTY;
					else if(twenty)
                       next_state=NINETY;
                    else
                       next_state=SEVENTY;  
 			 EIGHTY:   next_state=IDLE;
			 NINETY:   next_state=IDLE;
			 HUNDRED:  next_state=IDLE;
			 default:  next_state=IDLE;			 
		 endcase		
	 end
	  always@(*)
	     if(state==HUNDRED)begin
		     out=1'b1;
			 charge=2'b11;
		 end
		 else if(state==NINETY)begin
		     out=1'b1;
			 charge=2'b01;
		 end
		 else if(state==EIGHTY)begin
		     out=1'b1;
			 charge=2'b00;
		 end
		 else begin
		     out=1'b0;
			 charge=2'b00;
		 end            
endmodule
### flow/run.sh
#!/bin/bash
# OpenROAD 26Q1-2900-gdf79404cd8, Yosys 0.63+post, stock flow scripts
make -C /OpenROAD-flow-scripts/flow DESIGN_CONFIG=/design/flow/config.mk WORK_HOME=/design/flow/orfs finish
### flow/config.mk
export PLATFORM = sky130hd
export DESIGN_NAME = sale_machine
export DESIGN_NICKNAME = sale_machine
export VERILOG_FILES = /design/flow/design.v
export SDC_FILE = /design/flow/constraint.sdc
export NUM_CORES = 4
export LEC_CHECK = 1
export CORE_AREA = 10 10 70 70
export DIE_AREA = 0 0 80 80
### flow/constraint.sdc
current_design sale_machine

set clk_period 1.2
set clk_io_pct 0.2

create_clock -name clk0 -period $clk_period [get_ports {clk}]

set non_clock_inputs [all_inputs -no_clocks]
set_input_delay [expr $clk_period * $clk_io_pct] -clock clk0 $non_clock_inputs
set_output_delay [expr $clk_period * $clk_io_pct] -clock clk0 [all_outputs]
==> run_results.csv <==
group,metric,value,unit
floorplan,dieArea,6400,um^2
worst_setup_path,worstSetupStartpointType,"register",
sta,skew,5.015,ps
job,warnings,27,
cells_and_area,finalInstanceArea,740.7,um^2
drt,dr.first_iter.drc_count,33,
worst_setup_path,r2r-start,"state[1]$_DFF_PN0_",
grt,antenna_found_initial,0,
placement,post_dp_cell_area,715.7,um^2
cells_and_area,logic_area,227.7,um^2
synthesis,synthArstFlopShare,100.0,%
cells_and_area,top_regs,"state (11)",
sta,finalCritPeriodShare,114.1,%
drt,diodes,0,
cts,cts_buffer_depth,2,
cts,h-tree-depth,1,
cells_and_area,regMostFlops,"state",
run_status,violations,"negative setup slack",
sta,finalCriticalPeriod,1369,ps
synthesis,ys_types,26,
drt,ant_nets,0,
synthesis,edf_count,0,
hold_path,holdCritPathClass,"input pin to asynchronous set/reset pin",
cells_and_area,layout_top_cell,"dfrtp_1",
drt,wl,1060,um
worst_setup_path,worstRegToRegCells,4,
cells_and_area,area_delta_synth_final,35.16,%
synthesis,yosysWarnings,1,
synthesis,synth_flops,11,
placement,gp_congestion,0.8507,
job,maxCapViolations,0,
grt,grt.overflow.total,0,
worst_setup_path,required,960,ps
synthesis,post-synth-top-area-cell,"dfrtp_1",
drt,m1WireLength,489,um
cts,ctsRootBufferMaster,"clkbuf_4",
drt,met2_length,451,um
power,leakage,0.3213,nW
synthesis,synth_area_per_cell,10.34,um^2
synthesis,synth_area,548.0,um^2
floorplan,die_y,80,um
sta,worst_slack,-169.1,ps
sta,max_freq,730.4,MHz
cells_and_area,regArea,276.5,um^2
floorplan,io_pins,8,
floorplan,core_util_floorplan,16.04,%
worst_setup_path,r2r_slack,-100,ps
cts,postCtsHoldBufs,0,
sta,setup_tns,-336.9,ps
cells_and_area,post-route-util,21.69,%
drt,wl_per_cell,9.217,um
synthesis,top_cells_by_area,"dfrtp_1, nand2_1, dfstp_2, buf_6, a21oi_1",
floorplan,fp.coreArea,3416,um^2
sta,worst_slew_pin_slew,249.6,ps
cts,cts.reportedPaths.clkPinSlew,70,ps
power,peakVddDrop,0.3238,mV
worst_setup_path,arrival,1130,ps
drt,vias,430,
drt,via_per_inst,3.739,
synthesis,yosys-stat-cells,53,
worst_setup_path,cp_max_fo,2,
grt,grt_pass1_wl,1932,um
synthesis,syn_inst,53,
placement,placed_cells,110,
cts,cts_inserted_buffers,3,
drt,drc_errors,0,
synthesis,synth_chip_area,548.0,um^2
drt,first_pass_iters,4,
cells_and_area,n_fill_cell,379,
cts,cts_sinks,11,
placement,dp_hpwl,827.8,um
sta,report.final.slew_viol_count,0,
grt,grt_pass1_vias,446,
run_status,status,"complete, but fails checks",
cells_and_area,largest_reg_flops,11,
cells_and_area,drive_gt1_share,30.43,%
worst_setup_path,critical_path_class,"register to primary output",
synthesis,flop_cell,"dfrtp_1",
sta,setup_viol,3,
sta,worst_slew_margin_rel,83.14,%
cells_and_area,mostFrequentLayoutCells,"dfrtp_1, nand2_1, buf_4, clkdlybuf4s50_1",
grt,grt_max_degree,12,
placement,numPortBuffers,7,
synthesis,synth_top_area_share,45.66,%
worst_setup_path,reg2reg_to,"state[0]$_DFF_PN1_",
sta,final-hold-violation-count,0,
grt,grt_use_total,3.662,%
cts,cts_tree,"built",
worst_setup_path,cp-end-kind,"primary output",
cells_and_area,finalNonFillerCells,115,
cts,insertion_delay,260,ps
floorplan,die_width,80,um
sta,rsz0062_at_grt,"true",
drt,routed.top_layer,"met4",
drt,dr_wl_met3,105,um
floorplan,rows,21,
power,power_density,1240,nW/um^2
synthesis,ys_seq_share,50.46,%
## through the flow
step / power [W] / setup WS, ps / hold WS, ps
3_5_place_dp: 0.0006788 / -198.8 / 502.6
6_report: 0.0009184 / -169.1 / 271.7
5_1_grt: 0.0009978 / -224.6 / 274.3
2_1_floorplan: 0.0005817 / 204.9 / -55.59
3_3_place_gp: 0.0006761 / -191.9 / 504.7
4_1_cts: 0.0009240 / -188.1 / 275.4
## metal layers
layer | vias to the layer above | GRT usage, %
li1 | 219 | -
met1 | 200 | 4.549
met2 | 9 | 5.217
met3 | 2 | 2.500
met4 | 0 | 0.5282
met5 | - | 0
## repair_timing
item                       CTS  global route
buffers inserted             1             0
gates resized                8             2
pin swaps                    1             1
setup endpoints to repair    3             4
## worst max-delay path: stages (launching register included)
cell and delay, ps:
dfrtp_1 360, or3_4 390, buf_6 120
## how the worst max path moves through the flow
stage	from	endpoint	depth (start not counted)
final	state[1]$_DFF_PN0_	out	2
after global routing	state[7]$_DFF_PN0_	out	2
after CTS	state[7]$_DFF_PN0_	out	2
## report_power, final
part           internal, W  switching, W  total, W
logic             0.000128     0.0000751  0.000203
registers         0.000428     0.0000461  0.000474
clock network     0.000128      0.000113  0.000241
## Yosys cell counts (2+ instances only)
cell and instances:
a211oi_1 2, a21oi_1 3, a22oi_1 2, buf_2 2, buf_6 2, dfrtp_1 10, nand2_1 9, nor2b_1 2
o21ai_0 3, o31ai_1 2
## final cells by class
| type | instances | area share, % |
|---|---|---|
| clock buffer | 4 | 3.547 |
| inverter | 1 | 0.5068 |
| tap | 46 | 7.770 |
| multi-input combinational | 36 | 30.74 |
| sequential | 11 | 37.33 |
| timing repair buffer | 17 | 20.10 |
## cells by family after synthesis
logic type | after synthesis | synth area share, %
flops | 11 | 50.46
simple gates | 19 | 19.18
compound gates | 15 | 17.80
buf+inv | 6 | 7.991
mux | 2 | 4.565
Power is estimated from default activity; no workload was simulated.
